## flow/run.sh

```bash
#!/bin/bash
# OpenROAD 26Q1-2900-gdf79404cd8, Yosys 0.63+post, stock flow scripts
make -C /OpenROAD-flow-scripts/flow DESIGN_CONFIG=/design/flow/config.mk WORK_HOME=/design/flow/orfs finish
```

## flow/config.mk

```make
export PLATFORM = sky130hd
export DESIGN_NAME = alu_4bit
export DESIGN_NICKNAME = alu_4bit
export VERILOG_FILES = /design/flow/design.v
export SDC_FILE = /design/flow/constraint.sdc
export NUM_CORES = 4
export LEC_CHECK = 1
export CORE_AREA = 10 10 75 75
export DIE_AREA = 0 0 85 85
```

## flow/constraint.sdc

```tcl
current_design alu_4bit

set clk_period 2.5
set clk_io_pct 0.2

create_clock -name clk0 -period $clk_period

set non_clock_inputs [all_inputs -no_clocks]
set_input_delay [expr $clk_period * $clk_io_pct] -clock clk0 $non_clock_inputs
set_output_delay [expr $clk_period * $clk_io_pct] -clock clk0 [all_outputs]
```

## flow/design.v

```verilog
module alu_4bit (
    input wire [3:0] A, B,    
    input wire [2:0] ALU_Sel,  
    output reg [3:0] ALU_Out,  
    output reg CarryOut         
);
always @(*) begin
    case(ALU_Sel)
        3'b000: {CarryOut, ALU_Out} = A + B;       
        3'b001: {CarryOut, ALU_Out} = A - B;       
        3'b010: ALU_Out = A & B;                  
        3'b011: ALU_Out = A | B;                  
        3'b100: ALU_Out = A ^ B;                  
        3'b101: ALU_Out = A << 1;                 
        3'b110: ALU_Out = A >> 1;                 
        3'b111: ALU_Out = ~A;                     
        default: ALU_Out = 4'b0000;
    endcase
end
endmodule
```

==> flow_metrics.tcl <==
# metrics dict for downstream scripts
set metrics [dict create \
    result_of_the_run "finished, final reports clean" \
    buffer_ports.inserted 16 \
    worst_path_largest_cell_delay_ns 0.35 \
    register_pins_left_without_a_clock 1 \
    synthMuxAreaShare_pct 7.07 \
    critical_path.startpoint "B[0]" \
    largest_register_ffs 1 \
    period_utilisation_layout_pct 98.6 \
    antenna_left 0 \
    wire_per_inst_microns 10.3 \
    most-common-layout-cells "buf_4 (35), nor2_1 (9)" \
    setup_ws_ns 0.0357 \
    dr.pass1.iters 4 \
    finalCriticalPeriod_ns 2.46 \
    critical_path.max_fanout 3 \
    grt_max_degree 10 \
    crit_path_start_kind "input port" \
    post-place-cells 175 \
    grt_overflow_total 0 \
    internal_power_mw 0.118 \
    grt_first_pass_wirelength_microns 3070 \
    crit_arrival_ns 1.96 \
    finish.cell_count_without_fillers 182 \
    synth.lib_cells_used.distinct 30 \
    holdCritStartpoint "ALU_Sel[0]" \
    swShare_pct 41.6 \
    io-pin-count 16 \
    power-per-cell-area_nw_per_um2 173 \
    synth-area-yosys_sq_um 619 \
    simple_gate_share_pct 16.8 \
    initial_antenna_violation_count 0 \
    untimed_endpoints 2 \
    synth.comb.largest_family "adder cells" \
    power.sequential.fraction_pct 1.4 \
    final_cell_area_sq_um 1170 \
    mostFrequentLayoutCell "buf_4" \
    synth_warnings 1 \
    setup-violations-final 0 \
    antenna_cells_inserted 0 \
    dp_worst_setup_slack_ns -0.838 \
    number_of_openroad_warnings 42 \
    top_cell_area_share_pct 24.2 \
    core_density_at_floorplan_pct 15.3 \
    area_growth_pct 89.3 \
    hold_path_class "in -> out" \
    initial_drt_markers 39 \
    synth-xor-area-share_pct 4.24 \
    crit_path_top_delay_cell "fa_2" \
    drive_gt1_share_pct 48.5 \
    row_count 23 \
    dpl_cell_area_sq_um 1020 \
    vias_per_cell 3.97 \
    dieWidth_microns 85 \
    leakage_nw 0.581 \
    ys_cells 84 \
    critical_path.top_delay_family "adder cells" \
    grt_setup_unrepaired "true" \
    critPathBufInv 3 \
    critical_path_required_ns 2.00 \
    route.vias.total 722 \
    fin_tns_setup_ns 0 \
    route.final.wire_length_microns 1870 \
    dp_hpwl_microns 1510 \
    hold_violations 0 \
    power.share.combinational_pct 98.6 \
    timing.max_slew.rel_slack_pct 76.0 \
    final.hold.worst_slack_ns 1.44 \
    synth_area_leader_cell "ha_1" \
    worst_slew_pin_slew_ns 0.360 \
    syn-instance-count 84 \
    timing.final.max_slew_violations 0 \
    groute.usage.overall_pct 4.84 \
    final_core_utilization_pct 28.9 \
    critPathCaptureType "output port" \
    number_of_design_rule_violations_left_after_detail_routing 0 \
    cpMostUsedCell "buf_2" \
    gpl.final_weighted_congestion 0.841 \
    die-area_sq_um 7230 \
    cp_cell_sequence "buf_2, ha_4, fa_2, buf_4, and3_1, a21oi_1, o32a_1, o221ai_2, buf_2" \
    worst-setup-path-type "in -> out" \
    post_synth_fa_ha_maj_area_fraction_pct 30.7 \
    yosys-top-cells-area "ha_1 (24%), inv_1 (7.9%), fa_1 (6.5%)" \
    floorplan.core_area_sq_um 4060 \
    clock_power_share_pct 0 \
    synth_flops 1 \
    cap_violations 0 \
    synth.cellmix.compoundShare_pct 24.8 \
    vdd.ir_drop.worst_mv 0.0359 \
    netlist_area_sq_um 619 \
    maxClockFrequency_ghz 0.406 \
    first_global_vias 702 \
    power_switching_mw 0.0844 \
    synthesis.area_per_instance_sq_um 7.37 \
    total_power_mw 0.203 \
    die_h_microns 85 \
]
[worst paths after layout]
check	end	slack (ns)	depth (start not counted)
max	ALU_Out[2]	0.04	9
min	ALU_Out[1]	1.44	4
[metal layers]
layer	global-route usage, %	share of wire [%]
met3	0.963	5.4
met4	0.449	0.75
met2	7.49	43
met1	6.98	51
met5	0	0
[synth_stat cells]
cell type	number
o21ai_1	1
a211o_1	1
fa_1	2
nor4bb_1	1
o22ai_1	3
ha_1	12
a21o_1	1
buf_6	2
xnor2_1	1
buf_4	2
mux2_1	1
nor3b_1	1
nor2b_1	2
nor2_1	9
a221oi_1	1
o311ai_1	1
dlxtn_1	1
mux2i_1	1
o221ai_1	1
o21ai_0	4
nand3_1	1
and3_1	2
o32a_1	1
mux4_2	1
a31oi_1	2
nand2_1	6
a21oi_1	6
inv_1	13
xor2_1	2
o21bai_1	2
[power groups by stage]
stage / registers (mW) / logic, mW / clock network [mW]
CTS: 0.00297 / 0.188 / 0
global route: 0.00311 / 0.225 / 0
finish: 0.00290 / 0.200 / 0
[final cells by class]
cell class / count / area, sq um
fill: 414 / 2890
inverter: 13 / 51.3
multi-input combinational: 66 / 634
sequential: 1 / 15.0
tap: 50 / 62.6
timing repair buffer: 52 / 409
[what timing repair did]
item,CTS,global route
hold buffers,0,0
resized,49,13
setup endpoints to repair,4,4
setup buffers,5,3
pin swaps,9,8
[logic make-up (layout without fill, tap and decap cells)]
group / Yosys count / in the layout
XOR/XNOR: 3 / 3
latches: 1 / 1
adder cells (fa/ha/maj): 14 / 14
AND/OR/NAND/NOR: 22 / 22
multiplexers: 3 / 3
AND-OR/OR-AND: 24 / 24
buffers and inverters: 17 / 65
No activity file was given, so power comes from the tool's default toggle rates.
