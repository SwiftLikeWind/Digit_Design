## config.mk

```make
export PLATFORM = sky130hd
export DESIGN_NAME = top
export DESIGN_NICKNAME = top
export VERILOG_FILES = /design/flow/design.v
export SDC_FILE = /design/flow/constraint.sdc
export NUM_CORES = 4
export LEC_CHECK = 1
export CORE_UTILIZATION = 30
```

## constraint.sdc

```tcl
current_design top

set clk_period 5.5
set clk_io_pct 0.2

create_clock -name clk0 -period $clk_period [get_ports {clk_100MHz}]

set non_clock_inputs [all_inputs -no_clocks]
set_input_delay [expr $clk_period * $clk_io_pct] -clock clk0 $non_clock_inputs
set_output_delay [expr $clk_period * $clk_io_pct] -clock clk0 [all_outputs]
```

## design.v

```verilog
`timescale 1ns/1ps
module digits(
    input clk_10Hz,
    input reset,
    input stop,
    output reg [3:0] ones,
    output reg [3:0] tens,
    output reg [3:0] hundreds,
    output reg [3:0] thousands
);
    always @(posedge clk_10Hz or posedge reset) begin
        if (reset) ones <= 0;
        else if (!stop) begin
            if (ones == 9) ones <= 0;
            else ones <= ones + 1;
        end
    end
    always @(posedge clk_10Hz or posedge reset) begin
        if (reset) tens <= 0;
        else if (!stop && ones == 9) begin
            if (tens == 9) tens <= 0;
            else tens <= tens + 1;
        end
    end
    always @(posedge clk_10Hz or posedge reset) begin
        if (reset) hundreds <= 0;
        else if (!stop && tens == 9 && ones == 9) begin
            if (hundreds == 9) hundreds <= 0;
            else hundreds <= hundreds + 1;
        end
    end
    always @(posedge clk_10Hz or posedge reset) begin
        if (reset) thousands <= 0;
        else if (!stop && tens == 9 && ones == 9 && hundreds == 9) begin
            if (thousands == 9) thousands <= 0;
            else thousands <= thousands + 1;
        end
    end
endmodule
`timescale 1ns/1ps
module seg7_control(
input clk_100MHz,
input reset,
input [3:0] ones,
input [3:0] tens,
input [3:0] hundreds,
input [3:0] thousands,
output reg [0:6]seg,
output reg [3:0]digit
);
parameter ZERO = 7'b000_0001;
parameter ONE = 7'b100_1111;
parameter TWO = 7'b001_0010;
parameter THREE = 7'b000_0110;
parameter FOUR = 7'b100_1100;
parameter FIVE = 7'b010_0100;
parameter SIX = 7'b010_0000;
parameter SEVEN = 7'b000_1111;
parameter EIGHT = 7'b000_0000;
parameter NINE = 7'b000_0100;
reg [1:0] digit_select;
reg [16:0] digit_timer;
always@(posedge clk_100MHz or posedge reset)begin
    if(reset) begin
        digit_select <= 0;
        digit_timer <= 0;
    end
    else
        if(digit_timer == 99_999)begin
            digit_timer <= 0;
            digit_select <= digit_select + 1;
        end
        else
            digit_timer <= digit_timer + 1;
        end
 always@(digit_select) begin
    case(digit_select)
        2'b00:digit = 4'b1110;
        2'b01:digit = 4'b1101;
        2'b10:digit = 4'b1011;
        2'b11:digit = 4'b0111;
        endcase
     end
always@*
    case(digit_select)
        2'b00:begin
            case(ones)
                4'b0000:seg = ZERO;
                4'b0001:seg = ONE;
                4'b0010:seg = TWO;
                4'b0011:seg = THREE;
                4'b0101:seg = FOUR;
                4'b0110:seg = FIVE;
                4'b0111:seg = SIX;
                4'b1000:seg = SEVEN;
                4'b1001:seg = EIGHT;
                4'b1010:seg = NINE;
            endcase
         end
      2'b01:begin
                case(tens)
                4'b0000:seg = ZERO;
                4'b0001:seg = ONE;
                4'b0010:seg = TWO;
                4'b0011:seg = THREE;
                4'b0101:seg = FOUR;
                4'b0110:seg = FIVE;
                4'b0111:seg = SIX;
                4'b1000:seg = SEVEN;
                4'b1001:seg = EIGHT;
                4'b1010:seg = NINE;
            endcase
         end
      2'b10:begin
             case(hundreds)
                4'b0000:seg = ZERO;
                4'b0001:seg = ONE;
                4'b0010:seg = TWO;
                4'b0011:seg = THREE;
                4'b0101:seg = FOUR;
                4'b0110:seg = FIVE;
                4'b0111:seg = SIX;
                4'b1000:seg = SEVEN;
                4'b1001:seg = EIGHT;
                4'b1010:seg = NINE;
            endcase
         end
       2'b11:begin
             case(thousands)
                4'b0000:seg = ZERO;
                4'b0001:seg = ONE;
                4'b0010:seg = TWO;
                4'b0011:seg = THREE;
                4'b0101:seg = FOUR;
                4'b0110:seg = FIVE;
                4'b0111:seg = SIX;
                4'b1000:seg = SEVEN;
                4'b1001:seg = EIGHT;
                4'b1010:seg = NINE;
            endcase
         end
        endcase   
endmodule
`timescale 1ns / 1ps
module ten_hetz(
    input clk_100MHz,
    input reset,
    output clk_10Hz
    );
    reg [22:0] ctr_reg = 0;
    reg clk_out_reg = 0;
    always@(posedge clk_100MHz or posedge reset)
    if(reset) begin
    ctr_reg <= 0;
    clk_out_reg <= 0;
    end
    else
    if(ctr_reg == 4_999_999)begin
    ctr_reg<=0;
    clk_out_reg <= ~clk_out_reg;
    end
    else
    ctr_reg <= ctr_reg+1;
    assign clk_10Hz = clk_out_reg;   
endmodule
`timescale 1ns / 1ps
module top(
    input clk_100MHz,
    input reset,
    input stop,
    output [0:6] seg,
    output [3:0] digit
);
    wire w_10Hz;
    wire [3:0] w_1s, w_10s, w_100s, w_1000s;
    ten_hetz uut1(.clk_100MHz(clk_100MHz), .reset(reset), .clk_10Hz(w_10Hz));
    digits uut2(.clk_10Hz(w_10Hz), .reset(reset), .stop(stop), .ones(w_1s), .tens(w_10s), .hundreds(w_100s), .thousands(w_1000s));
    seg7_control uut3(.clk_100MHz(clk_100MHz), .reset(reset), .ones(w_1s), .tens(w_10s), .hundreds(w_100s), .thousands(w_1000s), .seg(seg), .digit(digit));
endmodule
```

## run.sh

```bash
#!/bin/bash
# OpenROAD 26Q1-2900-gdf79404cd8, Yosys 0.63+post, stock flow scripts
make -C /OpenROAD-flow-scripts/flow DESIGN_CONFIG=/design/flow/config.mk WORK_HOME=/design/flow/orfs finish
```

==> results.sh <==
# flow metrics
export IMPL_final_max_slew_viol_count=0
export IMPL_finalHoldViolations=0
export IMPL_hold_depth=1
export IMPL_reg2reg_setup_slack_ns=3.42
export IMPL_ir_drop_v=0.0001151
export IMPL_status="complete, no violations"
export IMPL_wl_met2_um=3096
export IMPL_h_tree_depth=2
export IMPL_clock_latency_late_pin_ns=0.28
export IMPL_cp_max_fo=11
export IMPL_unclocked_regs=23
export IMPL_largest_reg_flops=23
export IMPL_r2r_start="uut3.digit_timer[13]"
export IMPL_top_layer="met4"
export IMPL_place_congestion=0.8283
export IMPL_area_growth_syn_to_layout_pct=11.58
export IMPL_synth_area_um2=3729
export IMPL_critPathKind="reg -> out"
export IMPL_fin_crit_sh=0.5425
export IMPL_row_count=40
export IMPL_synth_edff_count=0
export IMPL_period_needed_ns=2.984
export IMPL_max_freq_mhz=335.2
export IMPL_syn_area_per_cell_um2=9.252
export IMPL_untimed_endpoints=30
export IMPL_rr_endpoint="uut3.digit_select[1]"
export IMPL_path_clk_slew_ns=0.06
export IMPL_yosysUniqueCellTypes=60
export IMPL_wl_met1_um=3705
export IMPL_tns_ns=0
export IMPL_relSlewSlack=0.4665
export IMPL_die_h_um=113.5
export IMPL_hold_path_end="uut1.ctr_reg[0]"
export IMPL_cts_tree="done"
export IMPL_chipArea_um2=12880
export IMPL_power_uw=654.0
export IMPL_flop_cell="dfrtp_1"
export IMPL_cts_buffers_inserted=5
export IMPL_worstPathArrival_ns=1.88
export IMPL_vias=2826
export IMPL_overflow=0
export IMPL_hpwl_um=4878
export IMPL_grt_max_degree=60
export IMPL_ant_nets=0
export IMPL_cp_end_kind="output pin"
export IMPL_yosys_register_bits=66
export IMPL_wl_per_cell_um=12.18
export IMPL_grt_pass1_vias=2546
export IMPL_detailroute_wirelength_met3_um=116
export IMPL_power_per_cell_area_nw_per_um2=157.2
export IMPL_portBuffers=13
export IMPL_drc=0
export IMPL_drive_gt1_frac=0.04938
export IMPL_rsz0062_at_grt="false"
export IMPL_first_pass_iters=4
export IMPL_synth_stat_cells=403
export IMPL_hold_path_class="reg -> reg"
export IMPL_io_pins=14
export IMPL_routed_wirelength_um=6977
export IMPL_core_area_um2=12060
export IMPL_finalSetupViolations=0
export IMPL_max_clock_path_buffers=2
export IMPL_n_antenna_cell=0
export IMPL_r2r_cells=3
export IMPL_initCoreUtil=0.3091
export IMPL_ctsRootBufferMaster="clkbuf_16"
export IMPL_drv_cap=0
export IMPL_cp_required_ns=4.40
export IMPL_hold_path_startpoint="uut1.ctr_reg[0]"
export IMPL_post_cts_repair_setup_buffers=0
export IMPL_tightest_slew_ns=0.7930
export IMPL_async_flop_share=0.8939
export IMPL_antenna_found_initial=0
export IMPL_warnings=31
export IMPL_cts_hold_buffers=0
export IMPL_yosys_warnings=3
export IMPL_p_leak_nw=1.709
export IMPL_grt_pass1_wl_um=12020
export IMPL_drtIter0Drc=209
export IMPL_yosys_area_um2=3729
export IMPL_grt_usage=0.1134
export IMPL_startpoint_type="flip-flop"
export IMPL_clock_skew_ns=0.004761
export IMPL_die_x_um=113.5
export IMPL_via_per_inst=4.932
export IMPL_syn_inst=403
export IMPL_cts_resized=0
area by class of cell:
| class | instances | area, um^2 |
|---|---|---|
| Tap cell | 168 | 210.2 |
| Clock buffer | 6 | 128.9 |
| Clock inverter | 1 | 30.03 |
| Fill cell | 1215 | 7901 |
| Multi-Input combinational cell | 298 | 1997 |
| Sequential cell | 66 | 1582 |
| Timing Repair Buffer | 14 | 137.6 |
| Inverter | 20 | 75.07 |
stage by stage:
stage               hold slack, ns    util  setup WS, ns  instance area (um^2)  cells
finish                      0.4525  0.3449         2.516                  4160    573
global route                0.5039  0.3449         2.385                  4160    573
CTS                         0.4577  0.3449         2.514                  4160    573
detailed placement          0.4499  0.3317         2.819                  4001    566
global placement            0.4375  0.3317         2.849                  4001    566
floorplan                   0.4245       -         2.944                  3729    403
where the power goes:
group | switching (mW) | leakage, nW | internal [mW]
Combinational | 0.00942 | 0.804 | 0.00255
Clock | 0.114 | 0.0769 | 0.212
Sequential | 0 | 0.828 | 0.316
Yosys cell counts, types with 4 or more instances:
| cell type | count | area share |
|---|---|---|
| nor2_1 | 28 | 0.028 |
| and4_1 | 5 | 0.012 |
| nand2b_1 | 10 | 0.017 |
| nand3_1 | 20 | 0.027 |
| ha_1 | 9 | 0.030 |
| dfrtp_1 | 59 | 0.40 |
| nor2b_1 | 10 | 0.017 |
| xnor2_1 | 23 | 0.054 |
| nand2_1 | 31 | 0.031 |
| nor3_1 | 13 | 0.017 |
| a21oi_1 | 16 | 0.021 |
| or3_1 | 6 | 0.010 |
| mux2i_1 | 5 | 0.013 |
| and3_1 | 7 | 0.012 |
| nor3b_1 | 4 | 0.0081 |
| clkbuf_1 | 17 | 0.017 |
| dlxtn_1 | 7 | 0.028 |
| inv_1 | 20 | 0.020 |
| xor2_1 | 17 | 0.040 |
| nand4_1 | 10 | 0.017 |
| o21ai_0 | 19 | 0.026 |
logic make-up (layout without fill, tap and decap cells):
kind of cell               after synthesis  count (layout)  synth area share
adders and majority gates                9               9           0.03020
and+or+nand+nor                        170             170            0.2644
DFF                                     59              59            0.3960
buffers and inverters                   39              41           0.04027
AOI/OAI and AO/OA                       73              73            0.1295
xor gates and xnor gates                40              40           0.09396
latches                                  7               7           0.02819
muxes                                    6               6           0.01745
placed cells by master, fill, tap and decap left out, drive strengths merged, types with 9 or more instances in the layout:
master,instances
nand3,20
nand2b,10
a21oi,16
nand4,10
ha,9
o21ai,19
clkdlybuf4s50,13
nor3,13
dfrtp,59
nand2,31
xnor2,23
nor2b,10
inv,20
xor2,17
nor2,28
worst max-delay path, cell delays in order (launching register included):
cell and delay [ns]:
dfrtp_1 0.43, inv_1 0.16, ha_1 0.42, inv_1 0.17, clkdlybuf4s50_1 0.43
worst max path at each step:
stage / start / endpoint / slack (ns) / cells after the start
after CTS: uut3.digit_select[0] / digit[0] / 2.51 / 4
after global routing: uut3.digit_select[0] / digit[0] / 2.39 / 4
final: uut3.digit_select[0] / digit[0] / 2.52 / 4
metal layers:
metal | up-vias | global-route usage
li1 | 1446 | -
met1 | 1347 | 0.1818
met2 | 26 | 0.1776
met3 | 7 | 0.01137
met4 | 0 | 0.007895
met5 | - | 0
No activity file was given, so power comes from the tool's default toggle rates.
